### flow/run.sh
#!/bin/bash
# OpenROAD 26Q1-2900-gdf79404cd8, Yosys 0.63+post, stock flow scripts
make -C /OpenROAD-flow-scripts/flow DESIGN_CONFIG=/design/flow/config.mk WORK_HOME=/design/flow/orfs finish
### flow/config.mk
export PLATFORM = sky130hd
export DESIGN_NAME = control
export DESIGN_NICKNAME = control
export VERILOG_FILES = /design/flow/design.v
export SDC_FILE = /design/flow/constraint.sdc
export NUM_CORES = 4
export LEC_CHECK = 1
export CORE_AREA = 10 10 101 101
export DIE_AREA = 0 0 111 111
### flow/constraint.sdc
current_design control

set clk_period 3.2
set clk_io_pct 0.2

create_clock -name clk0 -period $clk_period [get_ports {clk_100hz}]

set non_clock_inputs [all_inputs -no_clocks]
set_input_delay [expr $clk_period * $clk_io_pct] -clock clk0 $non_clock_inputs
set_output_delay [expr $clk_period * $clk_io_pct] -clock clk0 [all_outputs]
### flow/design.v
module control(clk_100hz, rst_n, sw_en, pause, clear, time_sec_h, time_sec_l, time_msec_h, time_msec_l, time_out);
    input clk_100hz;
    input rst_n;
    input sw_en;
    input pause;
    input clear;
    output reg [2:0] time_sec_h;
    output reg [3:0] time_sec_l;
    output reg [3:0] time_msec_h;
    output reg [3:0] time_msec_l;
    output reg time_out;
    reg [2:0] time_sec_h_cp;
    reg [3:0] time_sec_l_cp;
    reg [3:0] time_msec_h_cp;
    reg [3:0] time_msec_l_cp;
    reg [2:0] time_sec_h_nxt;
    reg [3:0] time_sec_l_nxt;
    reg [3:0] time_msec_h_nxt;
    reg [3:0] time_msec_l_nxt;
    always@(posedge clk_100hz or negedge rst_n) begin
        if(!rst_n)
            time_msec_l <= 4'b0;
        else if(!pause)
            time_msec_l <= time_msec_l_nxt;
    end
    always@(posedge clk_100hz or negedge rst_n) begin
        if(!rst_n)
            time_msec_h <= 4'b0;
        else if(!pause)
            time_msec_h <= time_msec_h_nxt;
    end
    always@(posedge clk_100hz or negedge rst_n) begin
        if(!rst_n)
            time_sec_l <= 4'b0;
        else if(!pause)
            time_sec_l <= time_sec_l_nxt;
    end
    always@(posedge clk_100hz or negedge rst_n) begin
        if(!rst_n)
            time_sec_h <= 4'b0;
        else if(!pause)
            time_sec_h <= time_sec_h_nxt;
    end
    always@(posedge clk_100hz or negedge rst_n) begin
        if(!rst_n)
            time_msec_l_cp <= 4'b0;
        else
            time_msec_l_cp <= time_msec_l_nxt;
    end
    always@(posedge clk_100hz or negedge rst_n) begin
        if(!rst_n)
            time_msec_h_cp <= 4'b0;
        else
            time_msec_h_cp <= time_msec_h_nxt;
    end
    always@(posedge clk_100hz or negedge rst_n) begin
        if(!rst_n)
            time_sec_l_cp <= 4'b0;
        else
            time_sec_l_cp <= time_sec_l_nxt;
    end
    always@(posedge clk_100hz or negedge rst_n) begin
        if(!rst_n)
            time_sec_h_cp <= 4'b0;
        else
            time_sec_h_cp <= time_sec_h_nxt;
    end
    assign fresh_msec_l = (time_msec_l_cp == 4'd9)? 1:0;
    always@(*) begin
        if(sw_en) begin
            if(fresh_msec_l | clear)
                time_msec_l_nxt = 4'b0;
            else
                time_msec_l_nxt = time_msec_l_cp + 1'b1;
        end
        else
            time_msec_l_nxt = time_msec_l_cp;
    end
    assign fresh_msec_h = (time_msec_h_cp == 4'd9 & fresh_msec_l)? 1:0;
    always@(*) begin
        if(sw_en) begin
            if(fresh_msec_h | clear)
                time_msec_h_nxt = 4'b0;
            else if(fresh_msec_l)
                time_msec_h_nxt = time_msec_h_cp + 1'b1;
            else
                time_msec_h_nxt = time_msec_h_cp;
        end
        else
            time_msec_h_nxt = time_msec_h_cp;
    end
    assign fresh_sec_l = (time_sec_l_cp == 4'd9 & fresh_msec_h)? 1:0;
    always@(*) begin
        if(sw_en) begin
            if(fresh_sec_l | clear)
                time_sec_l_nxt = 4'b0;
            else if(fresh_msec_h)
                time_sec_l_nxt = time_sec_l_cp + 1'b1;
            else
                time_sec_l_nxt = time_sec_l_cp;
        end
        else
            time_sec_l_nxt = time_sec_l_cp;
    end
    assign fresh_sec_h = (time_sec_h_cp == 3'd5 & fresh_sec_l)? 1:0;
    always@(*) begin
        if(sw_en) begin
            if(fresh_sec_h | clear)
                time_sec_h_nxt = 4'b0;
            else if(fresh_sec_l)
                time_sec_h_nxt = time_sec_h_cp + 1'b1;
            else
                time_sec_h_nxt = time_sec_h_cp;
        end
        else
            time_sec_h_nxt = time_sec_h_cp;
    end
    assign toggle = (fresh_sec_h | ((time_msec_l_nxt == 4'b0) & (time_msec_h_nxt == 4'b0) & (time_sec_l_nxt == 4'b0) & (time_sec_h_nxt == 3'd3)))? 1:0;
    always@(posedge clk_100hz or negedge rst_n) begin
        if(!rst_n)
            time_out = 1'b0;
        else if(clear)
            time_out = 1'b0;
        else if(toggle)
            time_out <= ~time_out;
        else
            time_out <= time_out;
    end
endmodule
==> run summary <==
run results: CP max stage delay=0.76 ns, layout overhead on the synthesized area=26.0%, CP endpoint kind=flip-flop, antenna viol nets, final=0, DP Area=2030 um^2, WL met2=1740 um, hold slack=0.490 ns, Top Metal Used=met4, tool warnings=29, Final Setup Violations=0, comb. cell area=863 um^2, Data required, critical path=3.37 ns, first-pass GRT wire length=6330 um, dominant cell type by area after synthesis=dfrtp_1, FF+latch area=776 um^2, post-CTS setup buffer count=0, DRC violations left=0, Seq/Total Area, Yosys=45.6%, total gr overflow=0, initial antenna violation count=0, P_leak=0.926 nW, Clk pwr share=44.3%, Placeable Area=8130 um^2, clk sinks=31, sw frac=22.6%, layout cells sized above 1=18.9%, Syn Area/Cell=11.0 um^2, Die ar.=12,300 um^2, synth warn=6, Final Max Slew Viols=0, Hold WC Path Type=reg -> reg, starting DRC count in detailed routing=127, number of synthesized flops with an enable pin=0, DR pass1 iterations=4, Final Hold Fails=0, die width=111 um, yosys stat area=1700 um^2, Async SR Flop Fraction=100%, RePlAce Congestion=0.836, Tmin final=2.77 ns, n_diodes=0, Core Util at FP=20.9%, net switching power figure=205 uW, flops & latches, synth=31, Worst path slowest cell=clkdlybuf4s50_1, # hold bufs at CTS=0, Post-Syn Area=1700 um^2, final wirelength=3720 um, vias per cell=4.39, Peak supply drop=0.230 mV, P per Cell Area=424 nW/um^2, clk root buf=clkbuf_8, I/O Pins=21, WP data arrival=2.93 ns, RSZ-0062 raised after global routing=false, Sum Neg Setup Slack=0 ns, Latency at later pin=0.28 ns, Setup crit start kind=primary input, top cells by area=dfrtp_1 46%, mux2_2 8.6%, ha_1 5.9%, Met3 Routed Length=120 um, Final period util=86.4%, Filler cells=830, Final Cell Area=2140 um^2, Synth Instances=155, Peak Freq=362 MHz, vias in the first global route=1,281, DR vias=1,250, largest net degree at the start of global routing=32, Comb power frac=9.7%, drt wl/cell=13.0 um, Largest type area fraction=45.6%, WS Path Type=in -> reg, H-tree depth=2, status=finished, final reports clean, Max Root-Sink Buffers=2, dpl hpwl=2730 um, Yosys Instances=155, TritonCTS Buffers=5, number of max-cap violations=0, fin util=26.4%, GRT Total Usage=5.96%, CTS resizes=0, Max-slew headroom=53.4%, Yosys top cell by instances=dfrtp_1, Die Span Y=111 um, main flop type=dfrtp_1, Int Pwr=703 uW, Worst-path clk slew=0.07 ns, PortBufs=20, CP max FO=13, CTS tree=yes, row cnt=33, Place WS=0.169 ns, Worst Skew=0.00272 ns, PnR worst setup slack=0.435 ns, worst path cell trace=clkdlybuf4s50_1 -> nand4b_4 -> or4_1 -> a21oi_1 -> nor3_2 -> and3_1 -> mux2i_1 -> nand2_1, Worst-Margin Slew=0.697 ns, Seq pwr share=45.9%, met1 WL=1730 um, Commonest cells post-synth=31 x dfrtp_1, 13 x mux2_2, 10 x o21ai_0, Unique masters post-synth=52
-- power groups by stage --
stage / Combinational [mW] / Clock (mW) / Sequential (mW)
CTS: 0.0909 / 0.411 / 0.417
global route: 0.0985 / 0.429 / 0.420
finish: 0.0886 / 0.403 / 0.417
-- path summary, 6_finish.rpt --
| check | startpoint | cells after the start | end | slack (ns) |
|---|---|---|---|---|
| setup reg to reg | time_msec_l_cp[1]$_DFF_PN0_ | 10 | time_out$_DFFE_PN0P_ | 0.76 |
| hold / removal | time_sec_h[0]$_DFFE_PN0N_ | 2 | time_sec_h[0]$_DFFE_PN0N_ | 0.49 |
| setup / recovery | sw_en | 8 | time_out$_DFFE_PN0P_ | 0.43 |
| hold reg to reg | time_sec_h[0]$_DFFE_PN0N_ | 2 | time_sec_h[0]$_DFFE_PN0N_ | 0.49 |
| max in group asynchronous | rst_n | 2 | time_sec_l[3]$_DFFE_PN0N_ | 2.17 |
| min in group asynchronous | rst_n | 2 | time_msec_l[3]$_DFFE_PN0N_ | 0.74 |
-- logic make-up (layout without fill, tap and decap cells) --
| logic type | count (synthesis) | count (layout) | synth area share [%] |
|---|---|---|---|
| simple gates | 53 | 53 | 20.7 |
| compound gates | 31 | 31 | 12.6 |
| flops | 31 | 31 | 45.6 |
| mux | 16 | 16 | 10.4 |
| buf+inv | 14 | 39 | 3.68 |
| fa+ha+maj | 8 | 8 | 5.88 |
| xor+xnor | 2 | 2 | 1.03 |
-- through the flow --
stage / power [mW] / instances
after floorplan: 0.468 / 155
after global placement: 0.513 / 277
after detailed placement: 0.515 / 277
after CTS: 0.919 / 285
after global routing: 0.947 / 285
final: 0.908 / 285
-- placed cells by master (no fill, tap or decap), types with 4 or more instances in the layout --
cell type        synthesis  final
nor2_1                   9      9
buf_4                    0      4
ha_1                     8      8
mux2_2                  13     13
dfrtp_1                 31     31
clkbuf_8                 0      6
inv_1                    7      7
o21ai_0                 10     10
a21oi_1                  6      6
clkdlybuf4s50_1          0     20
nand2_1                  9      9
-- registers in the layout, indices dropped and copies added, names as in the netlist --
name / count
time_msec_h: 4
time_msec_h_cp: 4
time_msec_l: 4
time_msec_l_cp: 4
time_sec_l: 4
time_sec_l_cp: 4
time_sec_h: 3
time_sec_h_cp: 3
time_out: 1
-- routing by layer --
metal / vias up / GRT usage (%)
met2: 17 / 10.1
li1: 616 / -
met3: 10 / 1.15
met1: 607 / 7.53
met5: - / 0
met4: 0 / 1.74
-- worst max-delay path, delay by kind of cell --
family | cells | cell delay (ns)
buf+inv | 1 | 0.76
mux | 1 | 0.13
simple gates | 5 | 1.12
compound gates | 1 | 0.27
-- cell type report --
type | count | area share, %
Clock buffer | 6 | 3.85
Clock inverter | 2 | 1.63
Inverter | 7 | 1.23
Multi-Input combinational cell | 110 | 40.3
Sequential cell | 31 | 36.2
Tap cell | 105 | 6.13
Timing Repair Buffer | 24 | 10.7
Power and IR drop assume default switching activity.
