**flow/run.sh**
```bash
#!/bin/bash
# OpenROAD 26Q1-2900-gdf79404cd8, Yosys 0.63+post, stock flow scripts
make -C /OpenROAD-flow-scripts/flow DESIGN_CONFIG=/design/flow/config.mk WORK_HOME=/design/flow/orfs finish
```
**flow/config.mk**
```make
export PLATFORM = sky130hd
export DESIGN_NAME = fifo
export DESIGN_NICKNAME = fifo
export VERILOG_FILES = /design/flow/design.v
export SDC_FILE = /design/flow/constraint.sdc
export NUM_CORES = 4
export LEC_CHECK = 1
export CORE_UTILIZATION = 30
```
**flow/constraint.sdc**
```tcl
current_design fifo

set clk_period 3.7
set clk_io_pct 0.2

create_clock -name clk0 -period $clk_period [get_ports {clk}]

set non_clock_inputs [all_inputs -no_clocks]
set_input_delay [expr $clk_period * $clk_io_pct] -clock clk0 $non_clock_inputs
set_output_delay [expr $clk_period * $clk_io_pct] -clock clk0 [all_outputs]
```
**flow/design.v**
```verilog
`timescale 1ns/1ns
module fifo
   (clk,rst_n,w_en,data_w,r_en,data_r,full,empty,half_full,overflow);
input   clk;
input   rst_n;
input   w_en;
input   r_en;
input   [8 - 1 : 0] data_w;
output   full;
output   empty;
output   half_full;
output   overflow;
output   [8 - 1 : 0]   data_r;
localparam [2:0] STATE0 = 3'b000,
                  STATE1 = 3'b001,
                  STATE2 = 3'b010,
                  STATE3 = 3'b011,
                  STATE4 = 3'b100,
                  STATE5 = 3'b101,
                  STATE6 = 3'b110,
                  STATE7 = 3'b111;
reg [2:0] state, state_nxt;
reg  [4 : 0] wr_ptr;   
reg  [4 : 0] rd_ptr;
reg  [4 : 0] rd_ptr_nxt;
wire [4 : 0] rd_ptr_minus1;
assign  rd_ptr_minus1 = rd_ptr[4 : 0] - 1'b1;
reg        overflow;
reg   [8 - 1 : 0]   data_r;
reg   [8 - 1 : 0]   data_r_nxt;
wire  [8 - 1 : 0]   data_in;
reg [8 - 1 : 0] fifo_mem [0 : 16 - 1];   
always @(posedge clk)
if(w_en & ~full)
   fifo_mem[wr_ptr[4 - 1 : 0]] <= data_w;  
else
   fifo_mem[wr_ptr[4 - 1 : 0]] <= fifo_mem[wr_ptr[4 - 1 : 0]];
always @(posedge clk or negedge rst_n)
begin
   if(!rst_n) begin
      rd_ptr <= 5'b00000;
   end
   else
      rd_ptr <= rd_ptr_nxt;
end
always @(posedge clk or negedge rst_n)
if(!rst_n)
   wr_ptr <= 'b0;
else if(w_en & ~full)
   wr_ptr <= wr_ptr + 1'b1;
else
   wr_ptr <= wr_ptr;
always @(posedge clk or negedge rst_n)
begin
   if(!rst_n) begin
      data_r <= 3'b000;
   end
   else
      data_r <= data_r_nxt;
end
always @(*)
begin
   case(state)
   STATE0:
      if(r_en & !empty)
      begin
         state_nxt = STATE1;
         data_r_nxt = fifo_mem[rd_ptr[3:0]][2:0];
         rd_ptr_nxt = rd_ptr;
      end
      else
      begin
         state_nxt = STATE0;
         data_r_nxt = data_r;
         rd_ptr_nxt = rd_ptr;
      end
   STATE1:
      if(r_en & !empty)
      begin
         state_nxt = STATE2;
         data_r_nxt = fifo_mem[rd_ptr[3:0]][5:3];
         rd_ptr_nxt = rd_ptr + 1'b1;
      end
      else
      begin
         state_nxt = STATE1;
         data_r_nxt = data_r;
         rd_ptr_nxt = rd_ptr;
      end
   STATE2:
      if(r_en & !empty)
      begin
         state_nxt = STATE3;
         data_r_nxt = {fifo_mem[rd_ptr[3:0]][0] ,fifo_mem[rd_ptr_minus1[3:0]][7:6]};
         rd_ptr_nxt = rd_ptr;
      end
      else
      begin
         state_nxt = STATE2;
         data_r_nxt = data_r;
         rd_ptr_nxt = rd_ptr;
      end
   STATE3:
      if(r_en & !empty)
      begin
         state_nxt = STATE4;
         data_r_nxt = fifo_mem[rd_ptr[3:0]][3:1];
         rd_ptr_nxt = rd_ptr;
      end
      else
      begin
         state_nxt = STATE3;
         data_r_nxt = data_r;
         rd_ptr_nxt = rd_ptr;
      end
   STATE4:
      if(r_en & !empty)
      begin
         state_nxt = STATE5;
         data_r_nxt = fifo_mem[rd_ptr[3:0]][6:4];
         rd_ptr_nxt = rd_ptr + 1'b1;
      end
      else
      begin
         state_nxt = STATE4;
         data_r_nxt = data_r;
         rd_ptr_nxt = rd_ptr;
      end
   STATE5:
      if(r_en & !empty)
      begin
         state_nxt = STATE6;
         data_r_nxt = {fifo_mem[rd_ptr[3:0]][1:0], fifo_mem[rd_ptr_minus1[3:0]][7]};
         rd_ptr_nxt = rd_ptr;
      end
      else
      begin
         state_nxt = STATE5;
         data_r_nxt = data_r;
         rd_ptr_nxt = rd_ptr;
      end
   STATE6:
      if(r_en & !empty)
      begin
         state_nxt = STATE7;
         data_r_nxt = fifo_mem[rd_ptr[3:0]][4:2];
         rd_ptr_nxt = rd_ptr;
      end
      else
      begin
         state_nxt = STATE6;
         data_r_nxt = data_r;
         rd_ptr_nxt = rd_ptr;
      end
   STATE7:
      if(r_en & !empty)
      begin
         state_nxt = STATE0;
         data_r_nxt = fifo_mem[rd_ptr[3:0]][7:5];
         rd_ptr_nxt = rd_ptr + 1'b1;
      end
      else
      begin
         state_nxt = STATE7;
         data_r_nxt = data_r;
         rd_ptr_nxt = rd_ptr;
      end
   default:state_nxt = 3'b000;
   endcase
end
always @(posedge clk or negedge rst_n)
begin
   if(!rst_n) begin
      state <= 3'b000;
   end
   else
      state <= state_nxt;
end
assign  empty = (rd_ptr[4 : 0] == wr_ptr[4 : 0]);
assign  full = ((rd_ptr[4] == ~wr_ptr[4]) && (rd_ptr[4 - 1 : 0] == wr_ptr[4 - 1 : 0]));
assign  half_full = ((rd_ptr[4 - 1] == ~wr_ptr[4 - 1]) && (rd_ptr[4 - 2 : 0] == wr_ptr[4 - 2 : 0]));
always @(posedge clk or negedge rst_n)
if(!rst_n)
   overflow <= 1'b0;
else
   overflow <= full & w_en;
endmodule 
```
==> flow_summary.ini <==
; yosys + openroad results
[run_status]
outcome = completed

[cts]
postCtsSetupBuffers = 0
cts_buffers = 17
cts_resized = 0
clk_latency_ps = 410
cts_tree = yes
cts-root-buf = clkbuf_16
cts.sinks = 150
cts.clk_slew.worst_paths_ps = 60
hold_buffers = 0
clk_path_buf_depth = 2
h-tree-depth = 4

[floorplanning]
fp.dieH_um = 150
initial_core_util_pct = 30.9
chip_area_um2 = 22500
die_w_um = 150
rows = 53
io_pins = 24
coreArea_um2 = 21200

[detailed_routing]
dr.pass1.iters = 4
drt-total-wl_mm = 13.9
num_antenna_cells = 0
drc = 0
num_vias = 3525
ant_nets = 0
wl_per_cell_um = 19.8
via_per_inst = 5.02
first_iter_violations = 233

[final_layout]
fin_area_um2 = 7680
num-fill-cells = 1940
drive_gt1_share_pct = 21.1
regArea_um2 = 4400
lay_top_count = edfxtp_1
syn2layout_area_growth_pct = 16.9
lay_top_cells = edfxtp_1, mux4_2, mux2i_1
combGateArea_um2 = 2010

[worst_setup_path]
worst_r2r_path_depth = 7
end_kind = output pin
path_class = register to output pin
crit_chain = buf_4, xnor2_1, nand4_1, nor2b_1, clkdlybuf4s50_1
critPathTopFamily = buffers and inverters
startpoint = rd_ptr[0]
crit_path_max_incr_delay_ps = 510
worst_ep_arrival_time_ps = 2360
cp_num_buf_inv = 2
slowest_stage = clkdlybuf4s50_1
crit_required_ps = 2960
cp-start-kind = register
critical_path.max_fanout = 25
cp_num_cells = 5
r2r_start = rd_ptr[1]

[power_and_ir_drop]
vdd_drop_max_uv = 319
p_int_mw = 3.20
clkPwrFrac_pct = 40.1
combPwrFrac_pct = 10.5
seq_power_share_pct = 49.4
cellLeakagePower_nw = 2.53
switching_power_mw = 1.07
powerDensity_nw_per_um2 = 556
swShare_pct = 25.1
power.total_mw = 4.27

[timing]
setup_viol = 0
period_used_pct = 83.7
finalWorstSetupSlack_ps = 603
grt_setup_unrepaired = no
hold_viol = 0
worst_clock_skew_ps = 8.31
fmaxAchievable_ghz = 0.323
slew_headroom_pct = 40.8
worst_pin_slew_ps = 883
hold_ws_ps = 498
tns_ps = 0
period_minus_slack_ps = 3100
maxSlewViolCount = 0

[logic_synthesis]
area_leaders = edfxtp_1, mux4_2, dfrtp_1
top_cell_area_share_pct = 58.5
flop_cell = edfxtp_1
synth_cell_types = 50
synthCells = 384
ys_area_um2 = 6570
edf_count = 128
async_reset_ff_share_pct = 14.7
synth_seq_share_pct = 66.9
syn_area_um2 = 6570
ys_warn_count = 1
syn_avg_cell_area_um2 = 17.1
ys_ff = 150
yosysTopAreaCell = edfxtp_1
synth-cells-yosys = 384

[global_routing]
overflow = 0
antenna_found_initial = 0
grt_pass1_wl_mm = 21.5
grt.total_usage_pct = 13.8
grt_pass1_vias = 3780
grt_max_degree = 30

[hold_path]
min_from = rd_ptr[4]
hold_path.class = register to register
whs_path_depth = 1

[place]
dpl_worst_slack_ps = 802
gp_congestion = 0.901
dpl-instance-area_um2 = 7080
dpl.hpwl_mm = 9.32
portBuffers = 18

[run]
warnings = 29
maxCapViolations = 0
-- flip-flops by register name, summed over array words and instances, names as in the netlist, named ones only --
signal,count
data_r,3
fifo_mem,128
overflow,1
rd_ptr,5
wr_ptr,5
-- synth_stat cells, types with 2 or more instances --
master	count
buf_6	3
mux2i_1	30
inv_1	14
dfrtp_1	21
xnor2_1	14
edfxtp_1	128
o21ai_0	10
a221oi_1	4
a2bb2oi_1	2
nand2b_1	5
buf_2	6
mux4_1	2
and2_1	11
a22oi_1	2
nor3b_1	2
a21o_1	2
a21oi_1	5
a31oi_1	3
nand4_1	4
nor2b_1	3
nand3_1	4
buf_4	7
nand2_1	16
buf_1	2
o22ai_1	3
nor4_1	4
ha_1	6
mux2_2	6
a221oi_2	2
mux4_2	31
a211oi_1	2
a22o_1	2
clkbuf_1	6
nor2_1	6
-- per-stage QoR --
stage / std cells / util (%)
floorplan: 388 / -
global placement: 670 / 33.4
detailed placement: 670 / 33.4
CTS: 702 / 36.2
global route: 702 / 36.2
finish: 702 / 36.2
-- power groups by stage --
stage | sequential, mW | clock (mW) | combinational, mW
5_1_grt | 2.13 | 1.82 | 0.495
4_1_cts | 2.11 | 1.75 | 0.454
6_report | 2.11 | 1.71 | 0.448
-- area by class of cell --
class	instances	share of cell area, %
Clock buffer	18	5.59
Clock inverter	14	2.15
Inverter	15	0.733
Multi-Input combinational cell	199	26.2
Sequential cell	150	57.3
Tap cell	275	4.48
Timing Repair Buffer	31	3.62
-- worst paths after layout --
path,to,slack (ps)
setup / recovery,full,600
hold / removal,rd_ptr[4],500
setup reg to reg,data_r[0],810
hold reg to reg,rd_ptr[4],500
max in group asynchronous,asynchronous set/reset pin,2740
min in group asynchronous,asynchronous set/reset pin,680
-- layer usage --
metal | track usage, % | part of all wire, % | vias up
li1 | - | - | 1570
met1 | 17.2 | 37 | 1741
met2 | 20.4 | 46 | 195
met3 | 9.57 | 14 | 19
met4 | 2.37 | 1.7 | 0
met5 | 0 | 0 | -
-- cells by family (layout without fill, tap and decap cells) --
logic type | Yosys count | after routing | share of synthesized area (%)
xor gates and xnor gates | 15 | 15 | 2.00
and+or+nand+nor | 59 | 59 | 4.74
adders and majority gates | 6 | 6 | 1.14
muxes | 69 | 69 | 17.0
other | 1 | 5 | 0.0571
DFF | 150 | 150 | 66.9
AOI/OAI and AO/OA | 45 | 45 | 4.99
buffers and inverters | 39 | 78 | 3.09
No activity file was given, so power comes from the tool's default toggle rates.
